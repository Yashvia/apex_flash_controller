==> flow/design.v <==
module erase_counter_table #(
    parameter BLOCKS = 64
)(
    input clk,
    input reset,
    input erase_en,
    input [$clog2(BLOCKS)-1:0] block_id,
    output [BLOCKS*16-1:0] erase_count_flat
);
    reg [15:0] erase_count [0:BLOCKS-1];
    integer i;
    always @(posedge clk) begin
        if (reset) begin
            for (i = 0; i < BLOCKS; i = i + 1)
                erase_count[i] <= 16'd0;
        end else if (erase_en) begin
            erase_count[block_id] <= erase_count[block_id] + 1'b1;
        end
    end
    genvar g;
    generate
        for (g = 0; g < BLOCKS; g = g + 1) begin : PACK
            assign erase_count_flat[g*16 +: 16] = erase_count[g];
        end
    endgenerate
endmodule
module free_block_pool #(
    parameter BLOCKS = 64
)(
    input clk,
    input reset,
    input allocate,
    input [$clog2(BLOCKS)-1:0] alloc_block,
    input free,
    input [$clog2(BLOCKS)-1:0] free_block,
    output [BLOCKS-1:0] free_bitmap
);
    reg [BLOCKS-1:0] free_bitmap_r;
    assign free_bitmap = free_bitmap_r;
    always @(posedge clk) begin
        if (reset) begin
            free_bitmap_r <= {BLOCKS{1'b1}};  
        end else begin
            if (allocate)
                free_bitmap_r[alloc_block] <= 1'b0;
            if (free)
                free_bitmap_r[free_block] <= 1'b1;
        end
    end
endmodule
module wear_level_controller #(
    parameter BLOCKS = 64,
    parameter ERASE_W = 16,
    parameter THRESHOLD = 16'd1000
)(
    input clk,
    input reset,
    input write_req,
    output reg [$clog2(BLOCKS)-1:0] phys_block,
    output reg ready
);
    wire [BLOCKS*ERASE_W-1:0] erase_count_flat;
    wire [BLOCKS-1:0] free_bitmap;
    wire [$clog2(BLOCKS)-1:0] selected_block;
    wire valid_block;
    reg allocate;
    erase_counter_table #(
        .BLOCKS(BLOCKS)
    ) ect (
        .clk(clk),
        .reset(reset),
        .erase_en(1'b0),        
        .block_id({$clog2(BLOCKS){1'b0}}),
        .erase_count_flat(erase_count_flat)
    );
    free_block_pool #(
        .BLOCKS(BLOCKS)
    ) fbp (
        .clk(clk),
        .reset(reset),
        .allocate(allocate),
        .alloc_block(selected_block),
        .free(1'b0),
        .free_block({$clog2(BLOCKS){1'b0}}),
        .free_bitmap(free_bitmap)
    );
    wear_level_selector #(
        .BLOCKS(BLOCKS),
        .ERASE_W(ERASE_W),
        .THRESHOLD(THRESHOLD)
    ) wls (
        .erase_count_flat(erase_count_flat),
        .free_bitmap(free_bitmap),
        .selected_block(selected_block),
        .valid(valid_block)
    );
    always @(posedge clk) begin
        if (reset) begin
            ready <= 1'b0;
            allocate <= 1'b0;
        end else begin
            ready <= 1'b0;
            allocate <= 1'b0;
            if (write_req && valid_block) begin
                phys_block <= selected_block;
                allocate <= 1'b1;
                ready <= 1'b1;
            end
        end
    end
endmodule
module wear_level_selector #(
    parameter BLOCKS = 64,
    parameter ERASE_W = 16,
    parameter THRESHOLD = 16'd1000
)(
    input [BLOCKS*ERASE_W-1:0] erase_count_flat,
    input [BLOCKS-1:0] free_bitmap,
    output reg [$clog2(BLOCKS)-1:0] selected_block,
    output reg valid
);
    integer i;
    reg [ERASE_W-1:0] min_erase;
    reg [ERASE_W-1:0] erase_i;
    always @(*) begin
        min_erase = {ERASE_W{1'b1}};
        selected_block = 0;
        valid = 1'b0;
        for (i = 0; i < BLOCKS; i = i + 1) begin
            erase_i = erase_count_flat[i*ERASE_W +: ERASE_W];
            if (free_bitmap[i] &&
                erase_i < min_erase &&
                erase_i < THRESHOLD) begin
                min_erase = erase_i;
                selected_block = i[$clog2(BLOCKS)-1:0];
                valid = 1'b1;
            end
        end
    end
endmodule
==> flow/run.sh <==
#!/bin/bash
# OpenROAD 26Q1-2900-gdf79404cd8, Yosys 0.63+post, stock flow scripts
make -C /OpenROAD-flow-scripts/flow DESIGN_CONFIG=/design/flow/config.mk WORK_HOME=/design/flow/orfs finish
==> flow/config.mk <==
export PLATFORM = sky130hd
export DESIGN_NAME = wear_level_controller
export DESIGN_NICKNAME = wear_level_controller
export VERILOG_FILES = /design/flow/design.v
export SDC_FILE = /design/flow/constraint.sdc
export NUM_CORES = 4
export LEC_CHECK = 1
export CORE_UTILIZATION = 40
==> flow/constraint.sdc <==
current_design wear_level_controller

set clk_period 12.0
set clk_io_pct 0.2

create_clock -name clk0 -period $clk_period [get_ports {clk}]

set non_clock_inputs [all_inputs -no_clocks]
set_input_delay [expr $clk_period * $clk_io_pct] -clock clk0 $non_clock_inputs
set_output_delay [expr $clk_period * $clk_io_pct] -clock clk0 [all_outputs]
==> summary.txt <==
yosys + openroad results -> Worst slew margin=46.50%, clock latency on the worst-skew pair=about 0.35 ns, Power Density=between 100 and 150 mW/mm^2, worst-path cell chain=nor4_2, nand4_2, nor4_4, buf_4, a32o_1, or4_1, nor2_1, ha_1, nand4_1, or2_2, mux2i_1, nor3b_2, a21oi_1, cts hold-fix bufs=0, initial antenna violation count=0, final hold vios=0, Root Buffer=clkbuf_8, Die W=~99 um, main flop type=dfxtp_1, Synth cell types=70, worst vdd ir=57.86 uV, Critical Path Sink Type=flop, synthesis area per yosys=between 0.003 and 0.004 sq mm, dominant cell type by area after synthesis=dfxtp_1, Post-Place Cell Area=0.003961 sq mm, PostCTS Resize Cnt=0, CP max stage delay=0.61 ns, postcts setup bufs=0, count of tool warnings=25, Mapped Cells=around 440, floorplan utilization=between 40% and 50%, WHS Endpoint=fbp.free_bitmap_r[30], Final Cell Area=0.004192 sq mm, fraction of layout cells with a size suffix above 1=11.93%, R2R Setup Slk=about 7.8 ns, Placer Congestion=0.9225, fin crit share=approximately a third, hold path startpoint=fbp.free_bitmap_r[30], ys flops=between 70 and 80, pin count of the biggest net entering global routing=69, worst-margin pin slew=between 0.8 and 0.9 ns, number of max-cap violations=0, Async SR Flop Fraction=0%, f_max=approximately 240 MHz, vias in the first global route=3142, FILL cells=between 800 and 900, # Cells Yosys=444, HPWL Detailed=about 7.6 mm, port buffer count=9, CTS tree=built, Max-area cell share=about a third, clock skew=approximately 0.009 ns, grt ovf=0, Iteration-0 DRC Markers=slightly below 300, Top area cell types=dfxtp_1, nor2_1, a21oi_1, routed vias=between 3000 and 4000, cells on worst reg2reg path=13, Site Rows=34, Critical Path Fanout Max=16, Cell Area, Synth=0.003756 sq mm, Sequential Power Share=just under 50%, R2R Path Start=fbp.free_bitmap_r[0], aggregate routed wire length=roughly 10 mm, flip-flops with a built-in enable=6, Final ANT Viol Nets=0, minimum clock period=roughly 4.2 ns, Die Area=approximately 0.0098 sq mm, first-pass GRT wire length=16.59 mm, CTS clock-pin slew for the worst setup and hold paths=0.07 ns, Mean Syn Cell Area=roughly 8.5 sq um, CTS Buf Count=9, YS warnings=4, internal power=382.5 uW, WP data arrival=4.43 ns, I/O Pins=10, Die Ht=between 90 and 100 um, H-tree lvl count=3, Avg WL per Cell=18.26 um, FF-to-FF End=fbp.free_bitmap_r[52], RSZ-0062 raised after global routing=no, hold depth=2, Sink Count=just over 70, CTS Buffer Depth=2, Seq share, synth=between 30 and 40%, GRT Overall Usage=a little under a quarter, crit path max-delay cell type=nor4_2, Hold WC Path Type=flop to flop, Slew Viols, Final=0, # diodes=0, status=finished, final reports clean, setup TNS=0 ns, Sw Ratio=23.53%, Clock Power Share=between 40% and 50%, Layout area overhead=11.59%, # DRC=0, Worst setup SP type=flop, Setup Crit Path Kind=flop to flop, core area=roughly 0.009 sq mm, Vias per Instance=6.120, Comb pwr share=7.2%, leakage power=roughly 0.0014 uW, detailed-router iteration count before antenna repair=5, CP required=approximately 12 ns, Net Switching=117.7 uW, final setup fails=0
kinds of logic (layout without fill, tap and decap cells):
family	after synthesis	after routing	share of synthesized area, %
flops	71	71	39.44
buf+inv	32	49	3.764
simple gates	210	210	33.04
fa+ha+maj	1	1	0.3331
compound gates	125	125	21.62
xor+xnor	2	2	0.8663
mux	3	3	0.9326
routing by layer:
metal  routed length (um)  GRT usage [%]
met5                    0              0
met4                  307          6.429
met3                  674          4.185
met2                 4458          33.51
met1                 4949          34.46
worst max path at each step:
stage | startpoint | end | slack (ns) | cells past startpoint
CTS | fbp.free_bitmap_r[0] | fbp.free_bitmap_r[52] | 7.90 | 13
finish | fbp.free_bitmap_r[0] | fbp.free_bitmap_r[52] | 7.79 | 13
global route | fbp.free_bitmap_r[21] | fbp.free_bitmap_r[39] | 7.57 | 14
state kept, by name, indices dropped and copies added (netlist names):
name / cells
fbp.free_bitmap_r: 64
phys_block: 6
allocate: 1
critical path, delay by kind of cell, from the launching register on:
| family | cells | cell delay, ns |
|---|---|---|
| simple gates | 8 | 2.41 |
| mux | 1 | 0.46 |
| flops | 1 | 0.36 |
| compound gates | 2 | 0.30 |
| fa+ha+maj | 1 | 0.28 |
| buf+inv | 1 | 0.25 |
per-stage QoR:
stage	power (uW)	instances	util (%)	hold WS [ns]	setup WS [ns]
after detailed placement	282.3	553	44.55	0.4937	7.700
after global placement	282.5	553	44.55	0.4973	7.737
after floorplan	270.5	444	-	0.4779	8.410
after CTS	503.6	569	47.14	0.5035	7.899
final	500.1	569	47.14	0.5030	7.788
after global routing	517.0	569	47.14	0.5339	7.569
cell usage in the layout, fill, tap and decap left out, drive strengths merged, types with 15 or more instances in the layout:
| cell | synthesis | layout |
|---|---|---|
| nand2 | 24 | 24 |
| o21ai | 15 | 15 |
| nor3 | 21 | 21 |
| a31oi | 17 | 17 |
| o22a | 16 | 16 |
| a21oi | 46 | 46 |
| nor2 | 74 | 74 |
| inv | 15 | 17 |
| dfxtp | 65 | 65 |
| nor4 | 19 | 19 |
power groups by stage:
stage | clock network, uW | registers, uW | logic, uW
after CTS | 227 | 242 | 35.3
after global routing | 237 | 242 | 37.8
final | 223 | 242 | 35.9
cell usage after synthesis (3+ instances only):
cell type and n:
nand2b_1 4, inv_1 14, nor2_1 74, clkbuf_1 11
nor4_2 6, and3_1 3, a211oi_1 3, nand3_1 7
nand4_1 5, o31ai_1 7, and2_1 7, a31oi_1 17
nor2b_1 9, nor3b_1 6, nor3_1 20, dfxtp_1 65
a21oi_1 45, or4_1 5, nand4b_1 3, o21ai_0 14
o22a_1 16, nand2_1 22, edfxtp_1 6, buf_2 3
nor4_1 11
area by class of cell:
class                      instances  area (sq um)  area share (%)
multi-input combinational        341          2133           50.90
tap                              108         135.1           3.224
clock inverter                     4         75.07           1.791
sequential                        71          1481           35.34
inverter                          15         58.81           1.403
timing repair buffer              18         152.6           3.642
clock buffer                      12         155.1           3.701
Power and IR drop assume default switching activity.
